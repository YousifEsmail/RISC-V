==> /design/flow/design.v <==
module ID_IE_PR #(
    parameter   RD_Data_Width='d32,
                PC_Width ='d32,
                immext_width='d32,
                RS1_D_Width ='d5
) (
    input   wire                            clk,
    input   wire                            rst,
    input   wire                            CLR,
    input   wire    [RD_Data_Width-1:0]     i_RD1_D,
    input   wire    [RD_Data_Width-1:0]     i_RD2_D,
    input   wire    [PC_Width-1:0]          i_PC_D,
    input   wire    [RS1_D_Width-1:0]       i_RS1_D,
    input   wire    [RS1_D_Width-1:0]       i_RS2_D,
    input   wire    [RS1_D_Width-1:0]       i_Rd_D,
    input   wire    [immext_width-1:0]      i_immExt_D, 
    input   wire    [PC_Width-1:0]          i_PCPluse4_D,
    input   wire    [2:0]                   i_Funct3_D,
    input  wire                             i_RegWrite_D,
    input  wire      [1:0]                  i_ResultSec_D,
    input  wire                             i_MemWrite_D,
    input  wire                             i_Jump_D,
    input  wire                             i_Branch_D,
    input  wire                             i_ALUSrc_D,
    input  wire      [2:0]                  i_immSrc_D,
    input  wire      [3:0]                  i_ALU_Control_D,
    input  wire                             i_Jal_R_D,
    input  wire                             i_LUI_D,
     output  reg                             o_RegWrite_E,
     output  reg      [1:0]                  o_ResultSec_E,
     output  reg                             o_MemWrite_E,
     output  reg                             o_Jump_E,
     output  reg                             o_Branch_E,
     output  reg                             o_ALUSrc_E,
     output  reg      [2:0]                  o_immSrc_E,
     output  reg      [3:0]                  o_ALU_Control_E,
     output  reg                             o_Jal_R_D,
     output  reg                             o_LUI_E,
    output   reg    [RD_Data_Width-1:0]     o_RD1_E,
    output   reg    [RD_Data_Width-1:0]     o_RD2_E,
    output   reg    [PC_Width-1:0]          o_PC_E,
    output   reg    [RS1_D_Width-1:0]       o_RS1_E,
    output   reg    [RS1_D_Width-1:0]       o_RS2_E,
    output   reg    [RS1_D_Width-1:0]       o_Rd_E,
    output   reg    [immext_width-1:0]      o_immExt_E, 
    output   reg    [PC_Width-1:0]          o_PCPluse4_E,
    output   reg    [2:0]                   o_Funct3_E
);
always @(posedge clk or negedge rst) begin
    if(!rst)
    begin
        o_RD1_E         <='b0;
        o_RD2_E         <='b0;
        o_PC_E          <='b0;
        o_RS1_E         <='b0;
        o_RS2_E         <='b0;
        o_Rd_E          <='b0;
        o_immExt_E      <='b0;
        o_PCPluse4_E    <='b0;
    end
    else if (CLR) begin
        o_RD1_E         <='b0;
        o_RD2_E         <='b0;
        o_PC_E          <='b0;
        o_RS1_E         <='b0;
        o_RS2_E         <='b0;
        o_Rd_E          <='b0;
        o_immExt_E      <='b0;
        o_PCPluse4_E    <='b0;
    end
    else begin
        o_RD1_E         <=i_RD1_D;
        o_RD2_E         <=i_RD2_D;
        o_PC_E          <=i_PC_D;
        o_RS1_E         <=i_RS1_D;
        o_RS2_E         <=i_RS2_D;
        o_Rd_E          <=i_Rd_D;
        o_immExt_E      <=i_immExt_D;
        o_PCPluse4_E    <=i_PCPluse4_D;
    end
end
always @(posedge clk or negedge rst) begin
    if(!rst)
    begin
        o_RegWrite_E    <='b0;
        o_ResultSec_E   <='b0;
        o_MemWrite_E    <='b0;
        o_Jump_E        <='b0;
        o_Branch_E      <='b0;
        o_ALUSrc_E      <='b0;
        o_immSrc_E      <='b0;
        o_ALU_Control_E <='b0;
        o_Jal_R_D       <='b0;
        o_Funct3_E      <='b0;
        o_LUI_E         <='b0;
    end
    else begin
        o_RegWrite_E        <=i_RegWrite_D   ;
        o_ResultSec_E       <=i_ResultSec_D  ;
        o_MemWrite_E        <=i_MemWrite_D   ;
        o_Jump_E            <=i_Jump_D       ;
        o_Branch_E          <=i_Branch_D     ;
        o_ALUSrc_E          <=i_ALUSrc_D     ;
        o_immSrc_E          <=i_immSrc_D     ;
        o_ALU_Control_E     <=i_ALU_Control_D;
        o_Jal_R_D           <=i_Jal_R_D;
        o_Funct3_E          <=i_Funct3_D     ;
        o_LUI_E             <=i_LUI_D;
    end
end
endmodule
==> /design/flow/run.sh <==
#!/bin/bash
# OpenROAD 26Q1-2900-gdf79404cd8, Yosys 0.63+post, stock flow scripts
make -C /OpenROAD-flow-scripts/flow DESIGN_CONFIG=/design/flow/config.mk WORK_HOME=/design/flow/orfs finish
==> /design/flow/config.mk <==
export PLATFORM = sky130hd
export DESIGN_NAME = ID_IE_PR
export DESIGN_NICKNAME = ID_IE_PR
export VERILOG_FILES = /design/flow/design.v
export SDC_FILE = /design/flow/constraint.sdc
export NUM_CORES = 4
export LEC_CHECK = 1
export CORE_AREA = 10 10 199 199
export DIE_AREA = 0 0 209 209
==> /design/flow/constraint.sdc <==
current_design ID_IE_PR

set clk_period 1.0
set clk_io_pct 0.2

create_clock -name clk0 -period $clk_period [get_ports {clk}]

set non_clock_inputs [all_inputs -no_clocks]
set_input_delay [expr $clk_period * $clk_io_pct] -clock clk0 $non_clock_inputs
set_output_delay [expr $clk_period * $clk_io_pct] -clock clk0 [all_outputs]
==> job_summary.md <==
## Implementation flow summary

| Metric | Value |
|---|---|
| Async SR Flop Fraction | 1.00 |
| Slowest cell on crit path | dfrtp_1 |
| HP Class | primary input to flip-flop |
| Worst slew pin tran | 0.238 ns |
| Max Root-Sink Buffers | 2 |
| Clock transition at path regs | 0.07 ns |
| P_int | about 13 mW |
| CP peak stage delay | roughly 0.43 ns |
| CP endpoint kind | primary output |
| Largest net degree at the start of global routing | 45 |
| Share of cells above drive strength 1 | 0.307 |
| Synthesized registers | a little under 200 |
| CTS tree | yes |
| Number of global-route vias before repair | between 4000 and 5000 |
| Final setup fails | between 150 and 200 |
| Antenna cells | 0 |
| Final Slew Violations | 0 |
| Seq share, synth | 0.803 |
| Max Clk Rate | 823 MHz |
| YS chip area | ~6000 um2 |
| Clk sink count | 194 |
| Buffer and inverter count on the worst path | 1 |
| Clock Power Share | 0.398 |
| Detailed-route DRC error count | 0 |
| Core Region | around 35000 um2 |
| Non-Filler Instances | ~1300 |
| IO Count | 391 |
| Number of enable flip-flop cells | 0 |
| Failing checks | setup timing |
| Post-Syn Area per Cell | 15.6 um2 |
| Yosys top cell by instances | dfrtp_1 |
| Post-Synthesis Cell Area | 6040 um2 |
| Grt total ovfl | 0 |
| DR vias | roughly 4400 |
| MaxCap Viol Count | 0 |
| Cell Rows | between 60 and 70 |
| Comb power frac | 0.107 |
| DIE AREA | about 44000 um2 |
| CP required | 0.80 ns |
| Stage-log warning count | 27 |
| Drt first pass iters | 4 |
| Post-CTS setup buffers | 0 |
| WP data arrival | 1.02 ns |
| Placed cells | 1242 |
| Area grow syn2layout | 70.2% |
| Pleak | 4.96 nW |
| Top FF cell, synth | dfrtp_1 |
| Yosys cell count | 388 |
| Initial antenna violation count | 1 |
| Crit Path Class | flip-flop to primary output |
| Final worst-path cycle share | 1.22 |
| Placed inst area | 10700 um2 |
| Crit path max fanout | 1 |
| Power per cell area | between 1500 and 2000 nW/um2 |
| Total CTS buffers | 17 |
| Flop pwr share | 0.495 |
| Total power | 16.8 mW |
| Initial Util | 0.171 |
| Sw Pwr | 3.86 mW |
| Ys Warns | 1 |
| Post-synth area hogs | dfrtp_1 (80%), nor2b_1 (18%), buf_2 (1.4%) |
| Syn Inst Count | approximately 390 |
| Drt wl/cell | between 15 and 20 um |
| Routed vias/inst | 3.43 |
| Distinct cell type count after synthesis | 4 |
| Hold Fails Final Rpt | 0 |
| Die Y | approximately 210 um |
| Top cell type by total area after synthesis | dfrtp_1 |
| Post-DP HPWL | 18.2 mm |
| RSZ-0062 raised after global routing | true |
| Post-route antenna net violation count | 0 |
| Maximum vdd ir drop | 1.17 mV |
| Root buffer cell | clkbuf_16 |
| Fin area | 10300 um2 |
| Total wire length | 22.9 mm |
| GP Congestion | 0.820 |
| First-pass GRT wire length | 33.6 mm |
| Min setup slack post-route | -0.216 ns |
| Initial DRC Count | 144 |
| Relative slew slack | 0.841 |
| Die Wd | 209 um |
| Synth cell count leaders | dfrtp_1 (194), nor2b_1 (175), buf_2 (17), clkbuf_1 (2) |
| Status | complete, but fails checks |
| Switch share | 0.230 |
| Delay-heaviest family, CP | flip-flops |
| Area share, top type | 0.803 |
| CP startpoint kind | flip-flop |
| Cells along the critical path | buf_2 |
| IO buf count | 390 |
| Fin crit period | 1.22 ns |
| Gr usage total | 0.103 |
| Layout Utilization | 0.291 |
| H-tree levels | 4 |
-- power by group through the flow --
stage	clock [mW]	combinational, mW	sequential, mW
after CTS	6.97	1.87	8.33
after global routing	7.24	1.99	8.37
final	6.69	1.79	8.33
-- placed cells by master (no fill, tap or decap) --
| cell | n |
|---|---|
| clkdlybuf4s50_1 | 194 |
| dfrtp_1 | 194 |
| buf_2 | 192 |
| nor2b_1 | 175 |
| buf_4 | 18 |
| clkbuf_16 | 17 |
| inv_6 | 6 |
| buf_12 | 5 |
| clkinv_2 | 3 |
| buf_6 | 3 |
| clkinvlp_4 | 2 |
| clkbuf_8 | 2 |
| inv_8 | 1 |
| bufinv_16 | 1 |
| dlygate4sd3_1 | 1 |
-- cells by family after synthesis --
family / Yosys count / share of synthesized area
buf+inv: 19 / 0.0153
simple gates: 175 / 0.181
flops: 194 / 0.803
-- repair_timing --
item | in CTS | in global routing
endpoints found under the hold margin | 19 | 0
hold buffers | 2 | 0
endpoints found under the setup margin | 194 | 194
gates resized | 637 | 0
-- per-stage QoR --
step | hold slack, ns | TNS, ns | setup WS, ns
after floorplan | -0.0956 | 0 | 0.292
after global placement | 0.158 | -0.992 | -0.130
after detailed placement | 0.160 | -0.886 | -0.119
after CTS | 0.0365 | -30.83 | -0.263
after global routing | 0.0387 | -33.72 | -0.256
final | 0.0497 | -22.70 | -0.216
-- per-layer routing --
metal,routed length (um),track usage,vias up
met2,10600,0.165,252
met3,2870,0.0549,18
met4,374,0.0139,2
li1,-,-,1988
met5,13,0,-
met1,9070,0.125,2113
-- final timing paths --
| path | start | to | slack (ns) | cells past startpoint |
|---|---|---|---|---|
| worst max-delay path | o_immExt_E[9]$_DFF_PN0_ | o_immExt_E[9] | -0.22 | 1 |
| worst min-delay path | CLR | o_RD2_E[16]$_DFF_PN0_ | 0.05 | 2 |
| max in group asynchronous | rst | o_RD1_E[28]$_DFF_PN0_ | 0.34 | 3 |
| min in group asynchronous | rst | o_ALU_Control_E[0]$_DFF_PN0_ | 0.45 | 3 |
-- sequential cells by signal, indices dropped and copies added, names as in the netlist --
signal,flops
o_RD2_E,32
o_PC_E,32
o_ResultSec_E,2
o_immExt_E,32
o_LUI_E,1
o_Jal_R_D,1
o_Rd_E,5
o_MemWrite_E,1
o_PCPluse4_E,32
o_Branch_E,1
o_RS2_E,5
o_immSrc_E,3
o_RS1_E,5
o_Funct3_E,3
o_Jump_E,1
o_ALU_Control_E,4
o_RD1_E,32
o_ALUSrc_E,1
o_RegWrite_E,1
-- area by class of cell --
class | instances | area, um2
multi-input cells | 175 | 1090
repair buffers | 414 | 3200
fillers | 3710 | 25100
well taps | 461 | 577
clock inverters | 13 | 124
flip-flops and latches | 194 | 4850
clock buffers | 18 | 439
Power and IR drop assume default switching activity.
