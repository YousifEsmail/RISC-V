==> ./design.v <==
module IM_IW_PR #(
    parameter   RD_Data_Width='d32,
                PC_Width ='d32,
                Address_Width='d5
) (
    input   wire                            clk,
    input   wire                            rst,
    input   wire                            CLR,
    input   wire    [RD_Data_Width-1:0]     i_ALU_Res_M,
    input   wire    [RD_Data_Width-1:0]     i_ReadData_M,
    input   wire    [Address_Width-1:0]     i_Rd_M,
    input   wire    [PC_Width-1:0]          i_PCPluse4_M,
    input   wire    [PC_Width-1:0]          i_PC_target_M,
    input wire                            i_RegWrite_M,
    input wire      [1:0]                 i_ResultSec_M,
    output reg                            o_RegWrite_W,
    output reg      [1:0]                 o_ResultSec_W,
    output  reg     [RD_Data_Width-1:0]   o_ALU_Res_W,
    output  reg     [RD_Data_Width-1:0]   o_ReadData_W,
    output  reg     [Address_Width-1:0]   o_Rd_W,
    output  reg     [PC_Width-1:0]        o_PC_target_W,
    output  reg     [PC_Width-1:0]        o_PCPluse4_W
);
always @(posedge clk or negedge rst) begin
    if(!rst)
    begin
        o_ALU_Res_W     <='b0;
        o_ReadData_W    <='b0;
        o_Rd_W          <='b0;
        o_PCPluse4_W    <='b0;
        o_PC_target_W   <='b0;
    end
    else if (CLR) begin
        o_ALU_Res_W     <='b0;
        o_ReadData_W    <='b0;
        o_Rd_W          <='b0;
        o_PCPluse4_W    <='b0;
        o_PC_target_W   <='b0;
    end
    else begin
        o_ALU_Res_W      <=i_ALU_Res_M;
        o_ReadData_W     <=i_ReadData_M;
        o_Rd_W           <=i_Rd_M;
        o_PCPluse4_W     <=i_PCPluse4_M;
        o_PC_target_W    <=i_PC_target_M;
    end
end
always @(posedge clk or negedge rst) begin
    if(!rst)
    begin
        o_RegWrite_W    <=  'b0;
        o_ResultSec_W   <=  'b0;
    end
    else begin
        o_RegWrite_W    <=  i_RegWrite_M;
        o_ResultSec_W   <=  i_ResultSec_M;
    end
end
endmodule
==> ./run.sh <==
#!/bin/bash
# OpenROAD 26Q1-2900-gdf79404cd8, Yosys 0.63+post, stock flow scripts
make -C /OpenROAD-flow-scripts/flow DESIGN_CONFIG=/design/flow/config.mk WORK_HOME=/design/flow/orfs finish
==> ./config.mk <==
export PLATFORM = sky130hd
export DESIGN_NAME = IM_IW_PR
export DESIGN_NICKNAME = IM_IW_PR
export VERILOG_FILES = /design/flow/design.v
export SDC_FILE = /design/flow/constraint.sdc
export NUM_CORES = 4
export LEC_CHECK = 1
export CORE_AREA = 10 10 170 170
export DIE_AREA = 0 0 180 180
==> ./constraint.sdc <==
current_design IM_IW_PR

set clk_period 1.0
set clk_io_pct 0.2

create_clock -name clk0 -period $clk_period [get_ports {clk}]

set non_clock_inputs [all_inputs -no_clocks]
set_input_delay [expr $clk_period * $clk_io_pct] -clock clk0 $non_clock_inputs
set_output_delay [expr $clk_period * $clk_io_pct] -clock clk0 [all_outputs]
==> impl_metrics.tcl <==
# collected from the flow reports
set metrics [dict create \
    status "complete, but fails checks" \
    violations "negative hold slack, negative setup slack" \
    worstSetupStartpointType "flop" \
    grt_max_degree 50 \
    worstPathCellList "buf_6" \
    power_density_mw_per_mm2 1730 \
    synth-adder-area-share_pct 0 \
    dp_cells 889 \
    hold_violations 84 \
    fin_hold_ws_ns -0.128 \
    synth.avg_cell_area_um2 15.3 \
    rsz0062_at_grt "true" \
    vdd_drop_max_v 0.000754 \
    clock_power_share_pct 45.3 \
    cts_sinks 136 \
    cts_tree "yes" \
    die_x_um 180 \
    sw_frac_of_total_pct 22.9 \
    required_ns 0.80 \
    via_per_inst 3.34 \
    top_area_cell "dfrtp_1" \
    finalWorstSetupSlack_ns -0.124 \
    worst-setup-path-type "reg -> out" \
    period_used_pct 112 \
    tightest_slew_ns 0.688 \
    crit_fanout 1 \
    net-switching-power_mw 3.00 \
    slew_viol_final 0 \
    synth-compound-area-share_pct 0 \
    comb_area_um2 832 \
    drive_gt1_share_pct 31.3 \
    ios 275 \
    pre_cts_slack_ns -0.0999 \
    stdcell_count 927 \
    ys_cells 283 \
    clock_path_buffers 2 \
    grt_pass1_wl_um 23600 \
    postSynthCellCount 283 \
    regArea_mm2 0.00340 \
    critPathBufInv 1 \
    p_seq_share_pct 44.7 \
    critical-path-top-delay-family "flip-flops" \
    finalWirelength_um 15800 \
    leakagePower_nw 3.64 \
    finalSetupViolCount 136 \
    crit_path_top_delay_cell "dfrtp_1" \
    place_hpwl_um 12200 \
    crit_arrival_ns 0.92 \
    areaGrowthSynthToFinish_pct 75.0 \
    clk_pin_slew_worst_paths_ns 0.06 \
    ys_sh_simple_pct 19.2 \
    ys_ff 136 \
    core_area_mm2 0.0252 \
    dr.pass1.iters 4 \
    drtIter0Drc 111 \
    n_antenna_cell 0 \
    die_y_um 180 \
    num_vias 3099 \
    cts_buffers 17 \
    comb_power_share_pct 10.0 \
    synthesis.area_mm2 0.00432 \
    timing.slew.headroom_pct 54.0 \
    cts-root-buf "clkbuf_16" \
    synth_xor_xnor_area_share_pct 0 \
    gp_congestion 0.773 \
    floorplan.core_util_pct 17.2 \
    ys_warn_count 1 \
    gr-total-overflow 0 \
    cap_viol_max_count 0 \
    numPortBuffers 274 \
    wl_per_cell_um 17.0 \
    yosys_area_mm2 0.00432 \
    drcViolationCount 0 \
    crit_path_max_incr_delay_ns 0.39 \
    ant_nets 0 \
    end_kind "output port" \
    min_period_ns 1.12 \
    grt_usage_pct 9.64 \
    yosys.stat.seqShare_pct 78.7 \
    hp-class "in -> async" \
    fillCellCount 2558 \
    warnings 29 \
    p_int_mw 10.1 \
    ys_types 4 \
    synthTopCellsByArea "dfrtp_1, nor2b_1, buf_4, buf_2" \
    ys_sh_mux_pct 0 \
    antenna_found_initial 0 \
    rows 58 \
    h-tree-depth 4 \
    dieArea_mm2 0.0324 \
    grt_pass1_vias 3455 \
    synth_top_area_share_pct 78.7 \
    ys_top_logic_family "simple AND/OR/NAND/NOR gates" \
    max_freq_ghz 0.890 \
    cts_setup_buffers 0 \
]
[cell usage after synthesis]
cell type / count
buf_4: 7
dfrtp_1: 136
buf_2: 7
nor2b_1: 133
[placed cells by master, fill, tap and decap left out, drive strengths merged]
cell / netlist / final
buf: 14 / 156
bufinv: 0 / 1
clkbuf: 0 / 17
clkdlybuf4s50: 0 / 136
clkinv: 0 / 6
clkinvlp: 0 / 4
dfrtp: 136 / 136
dlygate4sd3: 0 / 5
inv: 0 / 3
nor2b: 133 / 133
[state kept, by name, summed over array words and instances (netlist names)]
name and count:
o_Rd_W 5, o_PC_target_W 32, o_ALU_Res_W 32, o_PCPluse4_W 32
o_ResultSec_W 2, o_ReadData_W 32, o_RegWrite_W 1
[cell families after synthesis]
logic type / Yosys count
simple gates: 133
flops: 136
buf+inv: 14
[stage by stage]
stage          instance area, µm²  utilization, %  total power, mW  TNS [ns]
2_1_floorplan                4320               -             6.13         0
3_3_place_gp                 7570            30.1             7.53     -1.12
3_5_place_dp                 7570            30.1             7.54    -0.958
4_1_cts                      7540            29.9             13.4    -14.85
5_1_grt                      7570            30.0             13.8    -19.17
6_report                     7570            30.0             13.1    -10.36
[power by group through the flow]
stage	registers, mW	logic (mW)	clock network [mW]
global route	5.87	1.46	6.42
finish	5.85	1.31	5.92
CTS	5.85	1.36	6.20
[layer usage]
metal	part of all wire (%)	track usage, %	vias up	wire length (µm)
li1	-	-	1456	-
met1	44	13.0	1465	6960
met2	44	14.2	173	6900
met3	11	4.87	5	1740
met4	0.94	0.992	0	148
met5	0	0	-	0
[cell type report]
| cell class | count | share of cell area, % |
|---|---|---|
| Sequential cell | 136 | 45.0 |
| Timing Repair Buffer | 297 | 31.3 |
| Multi-Input combinational cell | 133 | 11.0 |
| Clock buffer | 17 | 5.62 |
| Tap cell | 330 | 5.46 |
| Clock inverter | 14 | 1.69 |
[what timing repair did]
action | CTS | global route
resized | 449 | 0
setup endpoints to repair | 136 | 148
endpoints found under the hold margin | 63 | 135
pin swaps | 0 | 0
[path summary, 6_finish.rpt]
| kind | end | slack, ns | from | depth (start not counted) |
|---|---|---|---|---|
| worst max-delay path | o_PC_target_W[28] | -0.12 | o_PC_target_W[28] | 1 |
| worst min-delay path | o_ReadData_W[21] | -0.13 | rst | 3 |
| max in group asynchronous | o_PC_target_W[20] | 0.04 | rst | 3 |
| min in group clk0 | o_PCPluse4_W[10] | 0.06 | CLR | 2 |
Power figures rest on the tool's default switching activity, not on a simulated workload.
