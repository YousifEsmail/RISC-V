`design/flow/run.sh`:
```
#!/bin/bash
# OpenROAD 26Q1-2900-gdf79404cd8, Yosys 0.63+post, stock flow scripts
make -C /OpenROAD-flow-scripts/flow DESIGN_CONFIG=/design/flow/config.mk WORK_HOME=/design/flow/orfs finish
```
`design/flow/config.mk`:
```
export PLATFORM = sky130hd
export DESIGN_NAME = IE_IM_PR
export DESIGN_NICKNAME = IE_IM_PR
export VERILOG_FILES = /design/flow/design.v
export SDC_FILE = /design/flow/constraint.sdc
export NUM_CORES = 4
export LEC_CHECK = 1
export CORE_AREA = 10 10 172 172
export DIE_AREA = 0 0 182 182
```
`design/flow/constraint.sdc`:
```
current_design IE_IM_PR

set clk_period 1.0
set clk_io_pct 0.2

create_clock -name clk0 -period $clk_period [get_ports {clk}]

set non_clock_inputs [all_inputs -no_clocks]
set_input_delay [expr $clk_period * $clk_io_pct] -clock clk0 $non_clock_inputs
set_output_delay [expr $clk_period * $clk_io_pct] -clock clk0 [all_outputs]
```
`design/flow/design.v`:
```
module IE_IM_PR #(
    parameter   RD_Data_Width='d32,
                PC_Width ='d32,
                Address_Width ='d5
) (
    input   wire                            clk,
    input   wire                            rst,
    input   wire                            CLR,
    input wire    [RD_Data_Width-1:0]     i_ALU_Res_E,
    input wire    [RD_Data_Width-1:0]     i_WriteData_E,
    input wire    [Address_Width-1:0]     i_Rd_E,
    input wire    [PC_Width-1:0]          i_PCPluse4_E,
    input wire    [PC_Width-1:0]          i_PC_target_E,
    input wire                            i_RegWrite_E,
    input wire      [1:0]                 i_ResultSec_E,
    input wire                            i_MemWrite_E,
    input wire      [2:0]                 i_Funct3_E,
    output reg                            o_RegWrite_M,
    output reg      [1:0]                 o_ResultSec_M,
    output reg                            o_MemWrite_M,
    output reg    [RD_Data_Width-1:0]     o_ALU_Res_M,
    output reg    [RD_Data_Width-1:0]     o_WriteData_M,
    output reg    [Address_Width-1:0]     o_Rd_M,
    output reg    [PC_Width-1:0]          o_PCPluse4_M,
    output reg      [2:0]                 o_Funct3_M,
    output reg    [PC_Width-1:0]          o_PC_target_M
);
always @(posedge clk or negedge rst) begin
    if(!rst)
    begin
        o_ALU_Res_M      <='b0;
        o_WriteData_M    <='b0;
        o_Rd_M           <='b0;
        o_PCPluse4_M     <='b0;
        o_PC_target_M    <='b0;
    end
    else if (CLR) begin
        o_ALU_Res_M      <='b0;
        o_WriteData_M    <='b0;
        o_Rd_M           <='b0;
        o_PCPluse4_M     <='b0;
        o_PC_target_M    <='b0;
    end
    else begin
        o_ALU_Res_M      <=i_ALU_Res_E;
        o_WriteData_M    <=i_WriteData_E;
        o_Rd_M           <=i_Rd_E;
        o_PCPluse4_M     <=i_PCPluse4_E;
        o_PC_target_M    <=i_PC_target_E;
    end
end
always @(posedge clk or negedge rst) begin
    if(!rst)
    begin
        o_RegWrite_M    <=  'b0;
        o_ResultSec_M   <=  'b0;
        o_MemWrite_M    <=  'b0;
        o_Funct3_M      <=  'b0;
    end
    else begin
        o_RegWrite_M    <=   i_RegWrite_E;
        o_ResultSec_M   <=   i_ResultSec_E;
        o_MemWrite_M    <=   i_MemWrite_E;
        o_Funct3_M      <=   i_Funct3_E;
    end
end
endmodule
```
==> metrics.txt <==
# HELP chip_impl_metric Yosys and OpenROAD flow results
# TYPE chip_impl_metric gauge
chip_impl_metric{name="netlist_instances",unit=""} 287
chip_impl_metric{name="fin_cells",unit=""} 934
chip_impl_metric{name="synthesis.yosys.warnings",unit=""} 1
chip_impl_info{name="crit_path_cell_trace",value="buf_2"} 1
chip_impl_metric{name="core_util_floorplan",unit="%"} 17.1
chip_impl_metric{name="cts.repair_timing.setup_buffer_count",unit=""} 0
chip_impl_metric{name="warning_count",unit=""} 27
chip_impl_metric{name="switching_power",unit="uW"} 2900
chip_impl_info{name="critPathTopFamily",value="flip-flops"} 1
chip_impl_metric{name="netlist.area_leader.share",unit="%"} 79.2
chip_impl_metric{name="holdWs",unit="ps"} 232
chip_impl_metric{name="antenna_found_initial",unit=""} 0
chip_impl_info{name="cts_tree",value="done"} 1
chip_impl_metric{name="core",unit="mm2"} 0.0259
chip_impl_metric{name="synth.yosys.seq_area_share",unit="%"} 79.2
chip_impl_metric{name="timing.critical_path.arrival",unit="ps"} 900
chip_impl_metric{name="maximum_number_of_pins_on_one_net_before_global_route_repair",unit=""} 41
chip_impl_metric{name="via_count_of_the_first_global_routing_pass",unit=""} 3344
chip_impl_info{name="setup.worst_path.class",value="flip-flop to output pin"} 1
chip_impl_metric{name="dieArea",unit="mm2"} 0.0331
chip_impl_metric{name="worstPathBufferInverterCount",unit=""} 1
chip_impl_info{name="worstSetupStartpoint",value="o_WriteData_M[21]$_DFF_PN0_"} 1
chip_impl_info{name="cp-end-kind",value="output pin"} 1
chip_impl_metric{name="drtPass1Iterations",unit=""} 3
chip_impl_metric{name="antenna_cells",unit=""} 0
chip_impl_metric{name="cp.required",unit="ps"} 800
chip_impl_metric{name="htree_levels",unit=""} 4
chip_impl_info{name="setup_repair_after_global_routing_missed_its_margin",value="true"} 1
chip_impl_metric{name="ys_cells",unit=""} 287
chip_impl_metric{name="powerDensity",unit="mW/mm2"} 1810
chip_impl_metric{name="area_growth",unit="%"} 73.6
chip_impl_metric{name="clkSlewWorstSetupHoldPaths",unit="ps"} 60
chip_impl_info{name="layout_top_cells",value="sky130_fd_sc_hd__clkdlybuf4s50_1 (140), sky130_fd_sc_hd__dfrtp_1 (140), sky130_fd_sc_hd__buf_2 (139), sky130_fd_sc_hd__nor2b_1 (133), sky130_fd_sc_hd__clkbuf_16 (17)"} 1
chip_impl_metric{name="slew_violations",unit=""} 0
chip_impl_metric{name="ys.flops",unit=""} 140
chip_impl_metric{name="die_height",unit="um"} 182
chip_impl_info{name="netlist.top_cell.by_area",value="sky130_fd_sc_hd__dfrtp_1"} 1
chip_impl_metric{name="timing_worst_slew_pin_value",unit="ps"} 284
chip_impl_metric{name="final_critical_path_setup_slack",unit="ps"} -101
chip_impl_info{name="min_delay_path_class",value="primary input to async pin"} 1
chip_impl_metric{name="detail_route.wirelength",unit="um"} 15300
chip_impl_metric{name="number_of_fill_cells_in_the_layout",unit=""} 2606
chip_impl_info{name="failed_checks",value="negative setup slack"} 1
chip_impl_metric{name="core.rowCount",unit=""} 59
chip_impl_metric{name="detail_routed_net_length_per_standard_cell",unit="um"} 16.4
chip_impl_info{name="cts_root_buf",value="sky130_fd_sc_hd__clkbuf_16"} 1
chip_impl_info{name="outcome",value="complete, but fails checks"} 1
chip_impl_metric{name="syn_avg_cell_area",unit="um2"} 15.4
chip_impl_metric{name="period_minus_slack",unit="ps"} 1100
chip_impl_metric{name="gp_congestion",unit=""} 0.771
chip_impl_metric{name="crit_path_max_fanout",unit=""} 1
chip_impl_metric{name="finalCoreUtilization",unit="%"} 29.6
chip_impl_info{name="start_kind",value="flip-flop"} 1
chip_impl_metric{name="report.final.hold_viol_count",unit=""} 0
chip_impl_metric{name="overall_global_routing_resource_usage",unit="%"} 9.11
chip_impl_metric{name="clockBufferDepth",unit=""} 2
chip_impl_info{name="endpoint",value="o_WriteData_M[21]"} 1
chip_impl_metric{name="intPower",unit="uW"} 11000
chip_impl_metric{name="critical_path_depth",unit=""} 1
chip_impl_metric{name="io_pins",unit=""} 283
chip_impl_metric{name="grt_first_pass_wirelength",unit="um"} 22900
chip_impl_metric{name="cts_buffers",unit=""} 17
chip_impl_metric{name="fmax",unit="GHz"} 0.908
chip_impl_metric{name="synth_cell_type_count",unit=""} 4
chip_impl_metric{name="place_inst",unit=""} 903
chip_impl_metric{name="ir_drop",unit="mV"} 0.898
chip_impl_metric{name="vias",unit=""} 3069
chip_impl_metric{name="io_buffer_count",unit=""} 282
chip_impl_metric{name="drt-initial-drc-count",unit=""} 119
chip_impl_metric{name="share_seq_of_total_power",unit="%"} 43.2
chip_impl_metric{name="worst_rel_slew_slack",unit="%"} 81.1
chip_impl_info{name="synthTopCellsByArea",value="sky130_fd_sc_hd__dfrtp_1 (79%), sky130_fd_sc_hd__nor2b_1 (19%), sky130_fd_sc_hd__buf_4 (1.2%), sky130_fd_sc_hd__buf_2 (0.79%)"} 1
chip_impl_metric{name="final_layout_size_suffix_gt1_share",unit="%"} 30.7
chip_impl_metric{name="p_sw_share",unit="%"} 20.8
chip_impl_metric{name="grt.overflow.total",unit=""} 0
chip_impl_metric{name="combPwrFrac",unit="%"} 9.2
chip_impl_metric{name="total_leakage_power",unit="uW"} 0.00370
chip_impl_info{name="critical_path.slowest_cell",value="sky130_fd_sc_hd__dfrtp_1"} 1
chip_impl_metric{name="netlist_area",unit="mm2"} 0.00442
chip_impl_metric{name="finalClockPeriodUsage",unit="%"} 110
chip_impl_metric{name="final_setup_violation_count",unit=""} 140
chip_impl_metric{name="chipWidth",unit="um"} 182
chip_impl_metric{name="cap_violations",unit=""} 0
chip_impl_metric{name="dp_slack",unit="ps"} -50.7
chip_impl_metric{name="drc",unit=""} 0
chip_impl_metric{name="tritoncts_num_sinks",unit=""} 140
chip_impl_metric{name="design_power_total",unit="uW"} 13900
chip_impl_metric{name="hpwl_dp",unit="um"} 12000
chip_impl_metric{name="detail-route-antenna-nets",unit=""} 0
chip_impl_metric{name="avg_vias_per_cell",unit=""} 3.29
chip_impl_metric{name="clock_power_share",unit="%"} 47.6
chip_impl_metric{name="synth-area-yosys",unit="mm2"} 0.00442
chip_impl_metric{name="critical-path-max-stage-delay",unit="ps"} 380
-- cell usage after synthesis (all sizes together) --
cell type and number:
nor2b 133, buf 14, dfrtp 140
-- per-stage QoR --
stage / setup TNS, ps / instance area (um2)
detailed placement: -288 / 7750
global route: -17320 / 7680
CTS: -14370 / 7670
floorplan: 0 / 4420
global placement: -376 / 7750
finish: -10160 / 7680
-- repair_timing --
action,4_1_cts,5_1_grt
setup endpoints to repair,140,140
hold buffers,1,0
hold endpoints to repair,140,0
resized,453,1
-- area by class of cell --
cell class	instances	area, um2	area share, %
clock buffer	19	443	5.77
clock inverter	11	170	2.22
multi-input combinational	133	832	10.8
sequential	140	3500	45.6
tap	335	419	5.46
timing repair buffer	296	2310	30.1
-- logic make-up after synthesis --
kind of cell	after synthesis	share of synthesized area [%]
buf+inv	14	1.98
flops	140	79.2
simple gates	133	18.8
-- metal layers --
layer	up-vias	wire length, um	GRT usage, %
li1	1463	-	-
met1	1434	6650	12.2
met2	165	6850	13.8
met3	7	1690	4.38
met4	0	123	0.846
met5	-	0	0
-- registers in the layout, indices dropped and copies added (netlist names) --
register       cells
o_ALU_Res_M       32
o_PCPluse4_M      32
o_PC_target_M     32
o_WriteData_M     32
o_Rd_M             5
o_Funct3_M         3
o_ResultSec_M      2
o_MemWrite_M       1
o_RegWrite_M       1
-- power by group through the flow --
stage	Sequential (uW)	Clock [uW]	Combinational, uW
5_1_grt	6040	7130	1430
4_1_cts	6010	6850	1330
6_report	6010	6630	1280
-- worst min-delay path by stage --
| stage | end | cells after the start | slack (ps) |
|---|---|---|---|
| final | o_PCPluse4_M[30]$_DFF_PN0_ | 2 | 230 |
| after global routing | o_ResultSec_M[1]$_DFF_PN0_ | 1 | 200 |
| after CTS | o_RegWrite_M$_DFF_PN0_ | 1 | 210 |
Power is estimated from default activity; no workload was simulated.
